<file path="design.v">
interface interface_fifo(input clk,rstn);
  parameter DATA_W   = 128;    
  parameter DEPTH    = 1024;  
  parameter UPP_TH   = 4;     
  parameter LOW_TH   = 2;    
  logic i_wren,i_rden,o_full,o_empty,o_alm_full,o_alm_empty;
  logic  [DATA_W - 1 : 0] i_wrdata;
  logic  [DATA_W - 1 : 0] o_rddata;
  clocking clk_b_driver @(posedge clk);
  default input #0 output #0;
  output  i_wrdata;
  output i_wren,i_rden;
endclocking : clk_b_driver
  clocking clk_b_monitor @(posedge clk);
  default input #0 output #0;
  input  i_wrdata;
  input i_wren,i_rden;
   input  o_rddata;
  input o_full,o_empty,o_alm_full,o_alm_empty; 
endclocking : clk_b_monitor
modport mp_driver (input clk, rstn, clocking clk_b_driver);
modport mp_monitor (input clk, rstn, clocking clk_b_monitor);
endinterface
module my_fifo #(
                   parameter DATA_W           = 128      ,         
                   parameter DEPTH            = 5      ,         
                   parameter UPP_TH           = 4      ,         
                   parameter LOW_TH           = 2                
                )
                (
                   input                   clk         ,         
                   input                   rstn        ,         
                   input                   i_wren      ,         
                   input  [DATA_W - 1 : 0] i_wrdata    ,         
                   output                  o_alm_full  ,         
                   output                  o_full      ,         
                   input                   i_rden      ,         
                   output [DATA_W - 1 : 0] o_rddata    ,         
                   output                  o_alm_empty ,         
                   output                  o_empty               
                );
logic [DATA_W - 1        : 0] data_rg [DEPTH] ;         
logic [$clog2(DEPTH) - 1 : 0] wrptr_rg        ;         
logic [$clog2(DEPTH) - 1 : 0] rdptr_rg        ;         
logic [$clog2(DEPTH)     : 0] dcount_rg       ;         
logic                         wren_s          ;         
logic                         rden_s          ;         
logic                         full_s          ;         
logic                         empty_s         ;         
always @ (posedge clk) begin
   if (!rstn) begin      
      data_rg   <= '{default: '0} ;
      wrptr_rg  <= 0              ;
      rdptr_rg  <= 0              ;      
      dcount_rg <= 0              ;
   end
   else begin   
      if (wren_s) begin                          
         data_rg [wrptr_rg] <= i_wrdata ;         
         if (wrptr_rg == DEPTH - 1) begin
            wrptr_rg <= 0               ;         
         end
         else begin
            wrptr_rg <= wrptr_rg + 1    ;         
         end
      end
      if (rden_s) begin         
         if (rdptr_rg == DEPTH - 1) begin
            rdptr_rg <= 0               ;         
         end
         else begin
            rdptr_rg <= rdptr_rg + 1    ;         
         end
      end
      if (wren_s && !rden_s) begin                
         dcount_rg <= dcount_rg + 1 ;
      end                    
      else if (!wren_s && rden_s) begin           
         dcount_rg <= dcount_rg - 1 ;         
      end
   end
end
assign full_s      = (dcount_rg == DEPTH) ? 1'b1 : 0                ; 
assign empty_s     = (dcount_rg == 0    ) ? 1'b1 : 0                ;
assign wren_s      = i_wren & !full_s                               ;  
assign rden_s      = i_rden & !empty_s                              ;
assign o_full      = full_s                           ;
assign o_empty     = empty_s                                        ;
assign o_alm_full  = ((dcount_rg > UPP_TH) ? 1'b1 : 0)              ;
assign o_alm_empty = (dcount_rg < LOW_TH) ? 1'b1 : 0                ;  
assign o_rddata    = data_rg [rdptr_rg]                             ;   
endmodule
</file>
<file path="run.sh">
#!/bin/bash
# OpenROAD 26Q1-2900-gdf79404cd8, Yosys 0.63+post, stock flow scripts
make -C /OpenROAD-flow-scripts/flow DESIGN_CONFIG=/design/flow/config.mk WORK_HOME=/design/flow/orfs finish
</file>
<file path="config.mk">
export PLATFORM = sky130hd
export DESIGN_NAME = my_fifo
export DESIGN_NICKNAME = my_fifo
export VERILOG_FILES = /design/flow/design.v
export SDC_FILE = /design/flow/constraint.sdc
export NUM_CORES = 4
export LEC_CHECK = 1
export CORE_UTILIZATION = 30
export SYNTH_HDL_FRONTEND = slang
</file>
<file path="constraint.sdc">
current_design my_fifo

set clk_period 18.9
set clk_io_pct 0.2

create_clock -name clk0 -period $clk_period [get_ports {clk}]

set non_clock_inputs [all_inputs -no_clocks]
set_input_delay [expr $clk_period * $clk_io_pct] -clock clk0 $non_clock_inputs
set_output_delay [expr $clk_period * $clk_io_pct] -clock clk0 [all_outputs]
</file>
==> flow_summary.toml <==
# generated from flow reports
[global_routing]
grt-ovfl-total = 0
grt_pass1_wl_um = 125000
grt_pass1_vias = 22000
antenna_found_initial = 7
grt_max_degree = 187
track_usage_pct = 17.0

[timing]
finalMaxSlewViolations = 0
worstMarginPinSlew_ns = 0.826
rsz0062_at_grt = "false"
clock_skew_ns = 0.0173
finalClockPeriodUsage_pct = 41.3
hold_ws_ns = 0.448
layout_setup_ws_ns = 11.10
relSlewSlack_pct = 44.8
setup-tns-final_ns = 0
fmax_mhz = 128
finalSetupViolCount = 0
min_period_ns = 7.80
hold_viol_final = 0

[drt]
wl_per_cell_um = 16.8
drt-met1-wl_um = 36700
drc = 0
drtAntennaViolNets = 0
drt-total-wl_um = 79300
drt_iter0_drc = 1244
firstDrtPassIters = 5
via_per_inst = 4.85
num_vias = 22900
wl_met3_um = 4450
top_layer = "met5"
dr_wl_met2_um = 36100

[setup_path]
crit_arrival_ns = 4.02
r2r-end = "data_rg[458]$_SDFFE_PN0P_"
path_class = "flip-flop to output port"
worstPathMaxFanout = 44
crit_start = "rdptr_rg[0]$_SDFFE_PN0P_"
rr_worst_depth = 7
critPathLaunchType = "flip-flop"
cp-end-kind = "output port"
regToRegSetupSlack_ns = 15.01
regToRegStartpoint = "dcount_rg[0]$_SDFFE_PN0P_"
critical_path_required_ns = 15.12

[placement]
dpl.cell_count = 4584
place_area_um2 = 31400
dp_hpwl_um = 45200
gp_congestion = 0.802
pre_cts_slack_ns = 11.56
io_buffer_count = 263

[worst_hold_path]
holdCritStartpoint = "data_rg[291]$_SDFFE_PN0P_"
hold_path_end = "data_rg[291]$_SDFFE_PN0P_"
worstHoldPathType = "flip-flop to flip-flop"
min_path_cells = 2

[flow_run]
max-cap-violations = 0
log.warning_count = 31

[layout]
n_fill_cell = 9421
final_cell_mix = "nand2_1, dfxtp_1, o21ai_0"
final_cells = 4726
register_area_um2 = 13000
drive_gt1_share_pct = 8.82
mostFrequentLayoutCell = "nand2_1"
layout.area.comb_um2 = 13300
finalInstanceArea_um2 = 34000
postLayoutCoreUtil_pct = 36.4
area_growth_pct = 20.0

[yosys]
synth_xor_xnor_area_share_pct = 0.0619
syn_inst = 3312
mux_share_pct = 10.3
ys_top_cells_by_area = "dfxtp_1, nand2_1, mux4_2"
synth_area_leader_cell = "dfxtp_1"
simple_gate_area_share_pct = 18.8
ys_warn_count = 0
synth_flops = 650
syn_avg_cell_area_um2 = 8.54
ys_sh_adder_pct = 0.380
edf_count = 0
ys_async_sr_fraction_pct = 0
synth_area_um2 = 28300
dominantRegCellSynth = "dfxtp_1"
compound_area_share_pct = 17.4
synth.distinct_cells = 37
synth-cells-yosys = 3312
ys_area_um2 = 28300
synth_top_area_share_pct = 46.0
ys_top_logic_family = "simple AND/OR/NAND/NOR gates"
ys_seq_share_pct = 46.0

[power]
pwr_density_cell_nw_per_um2 = 104
ir_drop_mv = 0.0592
leakage_nw = 11.2
power_mw = 3.55

[clock_tree]
clk_latency_ns = 0.62
cts_sinks = 650
clockBufferDepth = 3
cts-resized-gates = 0
cts_buffers = 75
cts_max_level = 3
cts.clk_slew.worst_paths_ns = 0.06
cts_tree = "done"
root_buffer = "clkbuf_16"
post_cts_buffers = 0
postCtsHoldBufs = 0

[die]
chipArea_um2 = 95500
core_area_um2 = 93300
fp.dieW_um = 309
chipHeight_um = 309
fp-row-count = 112
initCoreUtil_pct = 30.3
io_pins = 264

[outcome]
status = "finished clean"
## cell type report
cell class | instances | area share [%]
diodes | 2 | 0.0147
clock buffers | 114 | 6.77
clock inverters | 26 | 0.774
inverters | 136 | 1.50
multi-input cells | 2239 | 39.2
flip-flops and latches | 650 | 38.4
well taps | 1254 | 4.62
repair buffers | 305 | 8.77
## per-layer routing
metal	track usage [%]	vias to the layer above
li1	-	11300
met1	25.1	10900
met2	26.5	490
met3	3.37	124
met4	3.80	10
met5	0	-
## worst max-delay path: stages (launching register included)
cell,delay (ns)
dfxtp_4,0.71
buf_4,0.71
buf_4,0.62
mux4_2,0.31
inv_1,0.04
o21ai_0,0.32
clkdlybuf4s50_1,0.57
## how the worst max path moves through the flow
stage	end	cells after the start	slack [ns]
CTS	o_rddata[58]	6	10.92
global route	o_rddata[58]	6	10.86
finish	o_rddata[58]	6	11.10
## power breakdown
part           total [mW]  switching (mW)  internal (mW)
clock network        1.48           0.595          0.886
logic               0.583           0.299          0.284
registers            1.48          0.0528           1.43
## synthesized netlist by cell type, types with 2 or more instances
| master | number |
|---|---|
| ha_1 | 7 |
| a21oi_1 | 2 |
| a211oi_1 | 2 |
| buf_6 | 17 |
| and4_1 | 2 |
| buf_1 | 7 |
| a21boi_0 | 275 |
| nor2_1 | 4 |
| and2_1 | 3 |
| nand2b_1 | 2 |
| buf_4 | 46 |
| clkbuf_1 | 126 |
| xnor2_1 | 2 |
| nand3_1 | 259 |
| and3_1 | 2 |
| a21boi_1 | 112 |
| inv_1 | 136 |
| nand4_1 | 3 |
| dfxtp_1 | 650 |
| buf_2 | 91 |
| nand2_1 | 1032 |
| o21ai_0 | 382 |
| mux4_2 | 128 |
| nor2b_1 | 2 |
| mux2i_1 | 2 |
| o21ai_1 | 7 |
## flip-flops by register name, summed over array words and instances, names as in the netlist
name and count:
dcount_rg 4, rdptr_rg 3, wrptr_rg 3, data_rg 640
## logic make-up after synthesis
kind of cell / count (synthesis)
buffers and inverters: 423
adder cells (fa/ha/maj): 8
multiplexers: 130
flip-flops: 650
AND-OR/OR-AND: 784
AND/OR/NAND/NOR: 1315
XOR/XNOR: 2
Power figures rest on the tool's default switching activity, not on a simulated workload.
